--- flow/design.v ---
module axi_stream_insert_header#(
    parameter DATA_WD = 32,
    parameter DATA_BYTE_WD = DATA_WD / 8,
    parameter BYTE_CNT_WD = $clog2(DATA_BYTE_WD)
    )(
    input 						clk,
    input 						rst_n,
    input 						valid_in,
    input [DATA_WD-1 : 0]		data_in,
    input [DATA_BYTE_WD-1 : 0]	keep_in,
    input 						last_in,
    output 						ready_in,
    output 						valid_out,
    output [DATA_WD-1 : 0] 		data_out,
    output [DATA_BYTE_WD-1 : 0] keep_out,
    output 						last_out,
    input 						ready_out,
    input 						valid_insert,
    input [DATA_WD-1 : 0] 		header_insert,
    input [DATA_BYTE_WD-1 : 0] 	keep_insert,
    input [BYTE_CNT_WD : 0] 	byte_insert_cnt,
    output 						ready_insert
);
reg 				last_in_reg_1		= 'd0	;
reg 				last_in_reg_2		= 'd0	;
reg [DATA_WD-1 : 0] 		data_out_reg_1		= 'd0	;
reg [DATA_WD-1 : 0] 		data_out_reg_2		= 'd0	;
reg [DATA_BYTE_WD-1 : 0] 	keep_in_reg	        = 'd0   ;
reg [DATA_WD-1 : 0]		header_out_reg		= 'd0   ;
reg 			        insert_flag	  	= 'd0   ;
reg [DATA_BYTE_WD-1 : 0]        keep_insert_out_reg	= 'd0   ;
reg [DATA_WD-1 : 0]	        header_data_out_reg	= 'd0   ;
reg                            ready_insert_flag	= 'd0   ;
reg [DATA_BYTE_WD-1 : 0]       keep_out_reg	    = 'd0   ;      
reg [1:0]                    insert_flag_reg             ;
reg [1:0]                   last_out_reg                ;
wire 						last_in_pulse		 	    ;
wire 						axi_ready_in			    ;
wire                        last_out_pulse              ;
assign last_in_pulse  = ~last_in_reg_1 & last_in_reg_2                  ;
assign axi_ready_in   = last_in_pulse ? 1'b0 : 1'b1                     ;
assign ready_in       = axi_ready_in                                    ;
assign data_out       = ready_out ? header_data_out_reg : data_out_reg_2;
assign negedge_flag   = ~insert_flag_reg[1] & insert_flag_reg[0]        ;
assign valid_out      = negedge_flag ? 'd0 : 'd1                        ;
assign ready_insert	  =	ready_insert_flag                               ;
assign keep_out       = keep_out_reg                                    ;
assign last_out_pulse = ~last_out_reg[0]&last_out_reg[1]                ;
assign last_out       = last_out_pulse                                  ;
always@(posedge clk or negedge rst_n)begin
	  if(!rst_n)begin
	  	last_in_reg_1 <= 'd0;
	  	last_in_reg_2 <= 'd0;
	  end
	  else begin
	  	last_in_reg_1 <= last_in;
	  	last_in_reg_2 <= last_in_reg_1;
	  end
end
always@(posedge clk or negedge rst_n)begin
	  if(!rst_n)begin
	  	keep_in_reg	<= 'd0;
	  	data_out_reg_1 <= 'd0;
	  	data_out_reg_2 <= 'd0;
	  end
	  else if(valid_in && axi_ready_in)begin
	  	keep_in_reg 	<= keep_in;
	  	data_out_reg_1 <= data_in;
	  	data_out_reg_2 <= data_out_reg_1;
	  end
	  else begin
	  	keep_in_reg	<= keep_in_reg;
	  	data_out_reg_1 <= data_out_reg_1;
	  	data_out_reg_2 <= data_out_reg_2;
	  end
end
always@(posedge clk or negedge rst_n)begin
	  if(!rst_n)begin
	  	header_out_reg 		<= 'd0;
	  	insert_flag 		<= 'd0;
	  	keep_insert_out_reg	<= 'd0;
	  end
	  else if(valid_insert && ready_insert)begin
	  	case(keep_insert)
	  	4'b1111:begin 
	  		header_out_reg <= header_insert;
	  		insert_flag <= 'd1;end
	  	4'b0111:begin 
	  		header_out_reg <= {8'b0,header_insert[23:0]};
	  		insert_flag <= 'd1;end
	  	4'b0011:begin 
	  		header_out_reg <= {16'b0,header_insert[15:0]};
	  		insert_flag <= 'd1;end
	  	4'b0001:begin 
	  		header_out_reg <= {24'b0,header_insert[7:0]};
	  		insert_flag <= 'd1;end
	  	default:begin 
	  		header_out_reg <= header_out_reg;
	  		insert_flag <= 'd1;end
	  	endcase
	  	keep_insert_out_reg <= keep_insert;
	  end
	  else if(insert_flag)
	  	insert_flag <= 'd0;
end
always@(posedge clk or negedge rst_n)begin
	  if(!rst_n)begin
	  	header_data_out_reg <= 'd0;
	  end
	  else if(insert_flag)begin
	  	case(keep_insert)
	  	4'b1111: header_data_out_reg <= header_out_reg;
	  	4'b0111: header_data_out_reg <= {header_insert[23:0],data_out_reg_1[31:24]};
	  	4'b0011: header_data_out_reg <= {header_insert[15:0],data_out_reg_1[31:16]};
	  	4'b0001: header_data_out_reg <= {header_insert[7:0],data_out_reg_1[31:8]};
	  	default: header_data_out_reg <= header_data_out_reg;
	  	endcase
	  end
	  else begin
        case(keep_insert_out_reg)
        4'b1111:header_data_out_reg <= data_out_reg_2; 
        4'b0111:header_data_out_reg <= {data_out_reg_2[23:0],data_out_reg_1[31:24]};
        4'b0011:header_data_out_reg <= {data_out_reg_2[15:0],data_out_reg_1[31:16]};
        4'b0001:header_data_out_reg <= {data_out_reg_2[7:0],data_out_reg_1[31:8]};
        default:header_data_out_reg <= header_data_out_reg;
	  	endcase
      end
end
always@(posedge clk or negedge rst_n)begin
      if(!rst_n)
          ready_insert_flag <= 'd0;
      else
          ready_insert_flag <= insert_flag=='d1 ? 'd0 : 'd1;
end  
always@(posedge clk or negedge rst_n)begin
      if(!rst_n)
          insert_flag_reg <= 'd0;
      else
          insert_flag_reg <= {insert_flag_reg[0], insert_flag};
end
always@(posedge clk or negedge rst_n)begin
      if(!rst_n)
          keep_out_reg	<= 'd0;
      else if(valid_out)
          keep_out_reg 	<= 4'b1111;
      else if(last_out_pulse)begin
          case(keep_insert)
              4'b1111: keep_out_reg <= keep_in_reg;
              4'b0111: keep_out_reg <= keep_in_reg << 1;
              4'b0011: keep_out_reg <= keep_in_reg << 2;
              4'b0001: keep_out_reg <= keep_in_reg << 3;
          endcase
      end
      else
          keep_out_reg	<= 'd0;
end
always@(posedge clk or negedge rst_n)begin
      if(!rst_n)
          last_out_reg <= 'd0;
      else 
      begin
          last_out_reg <= {last_out_reg[0],last_in_pulse};
      end     
end
endmodule
--- flow/run.sh ---
#!/bin/bash
# OpenROAD 26Q1-2900-gdf79404cd8, Yosys 0.63+post, stock flow scripts
make -C /OpenROAD-flow-scripts/flow DESIGN_CONFIG=/design/flow/config.mk WORK_HOME=/design/flow/orfs finish
--- flow/config.mk ---
export PLATFORM = sky130hd
export DESIGN_NAME = axi_stream_insert_header
export DESIGN_NICKNAME = axi_stream_insert_header
export VERILOG_FILES = /design/flow/design.v
export SDC_FILE = /design/flow/constraint.sdc
export NUM_CORES = 4
export LEC_CHECK = 1
export CORE_UTILIZATION = 50
--- flow/constraint.sdc ---
current_design axi_stream_insert_header

set clk_period 6.0
set clk_io_pct 0.2

create_clock -name clk0 -period $clk_period [get_ports {clk}]

set non_clock_inputs [all_inputs -no_clocks]
set_input_delay [expr $clk_period * $clk_io_pct] -clock clk0 $non_clock_inputs
set_output_delay [expr $clk_period * $clk_io_pct] -clock clk0 [all_outputs]
==> CHANGELOG.md <==
### Implementation results

* Routed WL at around 25 mm
* Leakage at 4.13 nW
* N_diodes at 0
* Post-Synth Simple-Gate Area at under 10%
* Fin cells at around 1100
* Largest cells by area: dfrtp_1 45%, mux2_2 20%, o22ai_1 4.8%, nand2_1 3.7%, o21ai_0 2.7%
* Setup Skew at roughly 0.0064 ns
* DPL Wire Length at approximately 17 mm
* Cycle use final at 69.3%
* Dpl cell area at ~9500 sq um
* Setup WS pre-CTS at 1.86 ns
* Cell area after layout at between 10000 and 15000 sq um
* Post-synth top area cell: dfrtp_1
* Synthesis warning total at 2
* Detailed-route DRC error count at 0
* CTS tree: done
* Buffers on Ports at between 100 and 150
* #FFs+latches synth at roughly 150
* Count of final hold-check violations at 0
* Clock sinks at around 150
* RSZ-0062 raised after global routing: no
* Ys cells at about 800
* Mux share at 21.3%
* Vias in the first global route at 6770
* FP Util at 51.7%
* Initial antenna violation count at 0
* Vias per cell at around 6.3
* Largest net degree at the start of global routing at just under 70
* Clk buf depth at 2
* Buffers plus inverters on the worst setup path at 3
* Final core utilization at between 60 and 70%
* Num CTS Buffers at 17
* Tot GR Track Use at 31.7%
* Top delay family on crit path: buffers and inverters
* Routability cong. at just over 0.9
* Largest stage delay on the critical path at between 0.4 and 0.5 ns
* R2R setup slack at roughly 3.6 ns
* Die width at about 130 um
* Dpl cells at between 1000 and 1500
* Synth Area in XOR/XNOR at 0%
* Fraction of layout cells with a size suffix above 1 at 23.9%
* Primary FF master, synth: dfrtp_1
* Post-synth seq share at about 45%
* Peak VDD IR at between 200 and 300 uV
* Setup bufs post-CTS at 0
* Core Footprint at roughly 16000 sq um
* Aoi share at a little over a fifth
* DR iter-0 viols at 472
* Worst-path fanout max at 37
* Critical Path Most Common Cell: clkdlybuf4s50_1
* Slew Viols, Final at 0
* Run status: complete, no violations
* CTS resizes at 0
* Rows at about 46
* Setup TNS at 0 ns
* First-pass GRT wire length at 39.0 mm
* Clk pin slew, worst setup/hold paths at 0.06 ns
* Root buffer cell: clkbuf_16
* H-tree depth at 4
* Post-Synth Adder-Cell Area at 0%
* Critical path required time at 4.80 ns
* Fin crit period at ~4.2 ns
* Worst skew pair latency at roughly 0.42 ns
* Setup crit end kind: output pin
* Max cap viols at 0
* Routed Antenna Nets at 0
* Largest family of logic cells by area: multiplexers
* Synth top area share at between 40% and 50%
* CP startpoint kind: input pin
* Synth cell types at about 49
* Via count at 6883
* Drt wl/cell at roughly 23 um
* CP max stage cell: clkdlybuf4s50_1
* Die area at 17100 sq um
* Area grow syn2layout at 21.3%
* Mapped Area at a little over 8000 sq um
* Hold Buf Count CTS at 0
* CP cell instances: clkdlybuf4s50_1, buf_4, mux2_2, clkdlybuf4s50_1
* Mapped Cells at 782
* Die height at 131 um
* Critical path type: in2out
* Tool warnings at 29
* Hold_ws at ~0.37 ns
* Gr ovfl total at 0
* Hold crit path type: reg2reg
* Final setup violating endpoints at 0
* Final worst slack at between 1.5 and 2 ns
* Arrival @ worst endpoint at between 2 and 3 ns
* Drt pass-1 iters at 5
* Avg Cell Area, Syn at around 11 sq um
* Power Dens Cells at between 300 and 400 nW/um^2
* Slew headroom at 41.1%
* Slew @ Worst Pin at between 0.8 and 0.9 ns
* IO Count at about 120
* Count of library flops with an enable pin at 0
* Total power at between 3 and 4 mW
* Yosys stat area at slightly above 8000 sq um
* Async SR Flop Fraction at around 100%
* Fmax at approximately 0.24 GHz
==> worst paths after layout <==
kind / cells past startpoint / from / to
min in group asynchronous: 1 / rst_n / last_out_reg[1]
min reg2reg: 0 / insert_flag_reg[0] / insert_flag_reg[1]
min: 0 / insert_flag_reg[0] / insert_flag_reg[1]
max in group asynchronous: 2 / rst_n / keep_insert_out_reg[2]
max: 4 / ready_out / data_out[29]
max reg2reg: 5 / keep_insert_out_reg[2] / header_data_out_reg[7]
==> layout make-up <==
class	count	area, sq um
Clock buffer	18	439
Tap cell	216	270
Fill cell	1201	5990
Clock inverter	14	144
Inverter	19	71.3
Timing Repair Buffer	131	1270
Sequential cell	148	3700
Multi-Input combinational cell	543	4160
==> synth_stat cells (11+ instances only) <==
library cell / n
nand2_1: 82
inv_1: 18
buf_2: 28
dfrtp_1: 148
a221oi_1: 20
a21oi_1: 17
mux2i_1: 13
o21ai_0: 44
a211o_1: 11
a2bb2oi_1: 16
a221o_1: 13
a211oi_1: 15
mux2_2: 145
nor2_1: 13
o221ai_1: 16
clkbuf_1: 25
o22ai_1: 64
==> where the power goes <==
part	leakage (nW)	total, mW	internal [mW]	switching, mW
Combinational	2.09	0.926	0.546	0.380
Clock	0.274	1.04	0.595	0.448
Sequential	1.77	1.46	1.22	0.237
Total	4.13	3.43	2.37	1.07
==> cells in the final DEF, fill, tap and decap left out, types with 10 or more instances in the layout <==
cell             count
inv_1               18
buf_4               14
clkbuf_16           17
o21ai_0             44
o221ai_1            16
clkdlybuf4s50_1    115
dfrtp_1            147
mux2i_1             13
a211o_1             11
nand2b_1            10
a21oi_1             17
mux2_2             145
nand2_1             81
a211oi_1            15
o22ai_1             64
a2bb2oi_1           16
a221o_1             13
nor2_1              13
a221oi_1            20
==> routing by layer <==
layer  share of wire, %  global-route usage, %  vias to the layer above
li1                   -                      -                     3136
met1                 42                   45.6                     3378
met2                 46                   48.4                      310
met3                7.6                   7.50                       59
met4                4.5                   12.1                        0
met5                  0                      0                        -
==> kinds of logic (layout without fill, tap and decap cells) <==
family / count (synthesis) / in the layout
AND/OR/NAND/NOR: 139 / 139
flip-flops: 148 / 148
multiplexers: 158 / 158
AND-OR/OR-AND: 246 / 246
buffers and inverters: 91 / 182
Power is estimated from default activity; no workload was simulated.
